==> flow/design.v <==
`timescale 1ns / 1ps
`default_nettype none
module Calculator(
    input wire [3:0] a, 
    input wire [3:0] b,
    input wire [2:0] op,
    output reg [7:0] out
);
    parameter AND = 3'b000;
    parameter OR = 3'b001;
    parameter NOT = 3'b010;
    parameter XOR = 3'b011;
    parameter ADD = 3'b100;
    parameter SUB = 3'b101;
    parameter MULT = 3'b110;
    parameter DIV = 3'b111; 
    wire adder_co;
    wire [3:0] SUM;
    wire [7:0] PRODUCT;
    wire [3:0] B_adder;
    wire CI;
    assign B_adder = (op == ADD) ? b : 
                     (op == SUB) ? ~b :
                     0; 
    assign CI = (op == SUB) ? 1 : 0; 
    cla_adder ADDER(.A(a),.B(B_adder), .CI(CI), .CO(adder_co), .SUM(SUM));
    combo_mult MULTI(.a(a), .b(b), .res(PRODUCT));
    always @(*) begin
        case(op)
            AND: begin
                out <= {{4{1'b0}}, a&b};
            end
            OR: begin
                out <= {{4{1'b0}}, a|b};
            end
            NOT: begin
                out <= {{4{1'b1}}, ~a};
            end
            XOR: begin
                out <= {{4{1'b0}}, a ^ b};
            end
            ADD: begin
                out <= {{3{1'b0}}, adder_co, SUM};
            end
            SUB: begin
                if (a < b) begin
                    out <= {{4{1'b1}}, SUM};
                end
                else out <= {{4{1'b0}}, SUM};
            end
            MULT: begin
                out <= PRODUCT;
            end
            DIV: begin
                out <= a/b;
            end
        endcase
   end
endmodule 
`timescale 1ns / 1ps
`default_nettype none
module Calculator_top(
    input wire [3:0] a, 
    input wire [3:0] b,
    input wire clk, 
    input wire rst, 
    input wire enter, 
    input wire back,
    input wire up, 
    input wire down,
    output wire [3:0] an, 
    output wire [7:0] seg,
    output reg bin_ind
);
    reg [2:0] op = 3'b0; 
    wire [7:0] calculator_result;  
    reg [31:0] display_value;  
    reg convert_value_enable;  
    wire up_d; wire down_d; wire enter_d; wire back_d; wire rst_d;  
    Debounce dd(.btn(down), .clk(clk), .led(down_d));
    Debounce ud(.btn(up), .clk(clk), .led(up_d));
    Debounce ed(.btn(enter), .clk(clk), .led(enter_d));
    Debounce bd(.btn(back), .clk(clk), .led(back_d));
    Debounce rd(.btn(rst), .clk(clk), .led(rst_d)); 
    Calculator calc(.a(a), .b(b), .op(op), .out(calculator_result));
    wire [15:0] BCD_result; 
    reg [11:0] value_to_convert; 
    wire bcd_val_rdy; 
    val_bcd VAL(.clk(clk), .reset(rst_d), .en(convert_value_enable), .count(value_to_convert), .rdy(bcd_val_rdy), .BCD(BCD_result));
    wire [31:0] BCD_seg;
    reg [31:0] BCD_seg_buffer;
    bcd_seg A(.BCD(BCD_result[15:12]),.s(BCD_seg[31:24]));
    bcd_seg B(.BCD(BCD_result[11:8]),.s(BCD_seg[23:16]));
    bcd_seg C(.BCD(BCD_result[7:4]),.s(BCD_seg[15:8]));
    bcd_seg D(.BCD(BCD_result[3:0]),.s(BCD_seg[7:0]));
    wire [31:0] op_seg;
    op_seg OPS(.OP(op), .s(op_seg)); 
    parameter DISP_ZEROS = 32'b0000_0011_0000_0011_0000_0011_0000_0011;
    Multi_Driver md(.segValues(display_value), .clk(clk), .an(an), .seg(seg));
    parameter IDLE = 0;  
    parameter VALUE_SET = 1;
    parameter CONV = 2;  
    parameter RES = 3;  
    parameter OP = 4;  
    reg [1:0] result_neg; 
    reg [2:0] cs;  
    reg [2:0] ns;  
    always @(posedge clk) begin
        if(op < 4) begin  
            value_to_convert <= (1000 * calculator_result[3]) + (100 * calculator_result[2]) + (10 * calculator_result[1]) + (calculator_result[0]);
        end 
        else if(op == 5) begin  
             if(calculator_result[7]) begin  
                 result_neg[0] <= 1; 
                 value_to_convert <= {{8{1'b0}}, ((~calculator_result) + 1) & 4'b1111};  
                 if((((~calculator_result) + 1) & 4'b1111) >= 10) result_neg[1] <= 1;
                 else result_neg[1] <= 0; 
             end
             else value_to_convert <= {{4{1'b0}}, calculator_result}; 
        end 
        else begin
            value_to_convert <= {{4{1'b0}}, calculator_result}; 
        end
        if(rst_d == 1) begin
            op <= 0; 
            convert_value_enable <= 0; 
            ns <= IDLE;
            result_neg <= 0;
            display_value <= DISP_ZEROS;
        end
        else begin
            case (cs)
                IDLE: begin
                    display_value <= DISP_ZEROS; 
                    op <= 0;
                    if(ENTER) begin
                        ns <= CONV;
                    end
                    else if (UP | DOWN) begin
                        ns <= OP;
                        op <= 0; 
                    end
                end
                CONV: begin
                    if(op >= 5) begin
                        bin_ind <= 0; 
                    end else begin
                        bin_ind <= 1; 
                    end
                    display_value <= op_seg; 
                    convert_value_enable <= 1; 
                    if(bcd_val_rdy) begin
                        ns <= RES;
                        convert_value_enable <= 0;
                        if(result_neg[0]) begin  
                            if(result_neg[1]) begin
                                BCD_seg_buffer <= {16'b1111_1111_1111_1101, BCD_seg[15:0]};  
                            end else begin
                                BCD_seg_buffer <= {24'b1111_1111_1111_1111_1111_1101, BCD_seg[7:0]};  
                            end
                            result_neg <= 2'b0; 
                        end else begin
                            BCD_seg_buffer <= BCD_seg;
                        end
                    end
                    else ns <= CONV; 
                end
                RES: begin
                    result_neg <= 2'b0;
                    display_value <= BCD_seg_buffer; 
                    if (BACK) begin
                        ns <= IDLE;
                    end
                    else if (ENTER) begin
                        ns <= CONV;
                    end
                    else if (UP | DOWN) begin
                        ns <= OP;
                        op <= 0;
                    end
                    else ns <= RES;
                end
                OP: begin
                    result_neg <= 2'b0;
                    display_value <= op_seg; 
                    if (ENTER) begin
                        ns <= CONV;
                    end
                    else if(BACK) begin
                        ns <= RES;
                    end else begin
                        ns <= OP; 
                    end
                    if(UP) begin
                        op <= op + 1;
                    end
                    else if(DOWN) begin
                        op <= op - 1;
                    end
                end
            endcase 
        end
    end
    wire DOWN; wire UP; wire BACK; wire ENTER;
    edge_generator de(.clk(clk), .rst(rst_d), .signal(down_d), .out(DOWN));
    edge_generator ue(.clk(clk), .rst(rst_d), .signal(back_d), .out(BACK));
    edge_generator be(.clk(clk), .rst(rst_d), .signal(up_d), .out(UP));
    edge_generator ee(.clk(clk), .rst(rst_d), .signal(enter_d), .out(ENTER));
    always @(negedge clk) begin
        if(rst_d) begin
            cs <= IDLE; 
        end
        else begin
            cs <= ns; 
        end
    end
endmodule
`timescale 1ns / 1ps
`default_nettype none
module Debounce(
    input wire btn, 
    input wire clk, 
    output reg led
    );
    reg [15:0] counter;  
    wire TC;  
    always @(posedge clk) begin
        if(~btn) begin
            counter <= 0;  
        end
        else begin
            counter <= counter + 1; 
        end
    end
    assign TC = (counter == 65534);  
    always @(posedge clk) begin
        if(~btn) begin
            led <= 0;  
        end
        else if (TC) begin
            led <= 1;  
        end
        else
            led <= led;  
    end
endmodule
`timescale 1ns / 1ps
`default_nettype none
module Multi_Driver(
    input wire clk, 
    input wire [31:0] segValues,
    output reg [3:0] an,
    output reg [7:0] seg
    );
    parameter DELAY = 4095; 
    reg [11:0] count = 0;  
    always @(posedge clk) begin
        if(count < (DELAY / 4)) begin
            an <= 4'b1110;
            seg <= segValues[7:0];
        end
        else if (count < (DELAY / 2)) begin
            an <= 4'b1101;
            seg <= segValues[15:8];
        end
        else if (count < ((3 * DELAY) / 4)) begin
            an <= 4'b1011;
            seg <= segValues[23:16];
        end
        else begin
            an <= 4'b0111;
            seg <= segValues[31:24];
        end
        count <= count + 1; 
    end
endmodule
`timescale 1ns / 1ps
`default_nettype none
module bcd_seg(
    input wire [3:0] BCD, 
    output reg [7:0] s
);
    always @(*) begin
        case(BCD)
            0: s = 8'b0000_0011; 
            1: s = 8'b1001_1111;
            2: s = 8'b0010_0101;
            3: s = 8'b0000_1101;
            4: s = 8'b1001_1001;
            5: s = 8'b0100_1001;
            6: s = 8'b0100_0001;
            7: s = 8'b0001_1111;
            8: s = 8'b0000_0001;
            9: s = 8'b0000_1001;
            10: s = 8'b1111_1101; 
            default s = 8'b1111_1111;
        endcase
end
endmodule
`default_nettype none
`timescale 1ns / 1ps
module cla_adder(input wire [3:0] A, input wire [3:0] B, input wire CI, output wire CO, output wire [3:0] SUM);
    wire [3:0] propegated, generated;
    wire [3:0] carries;
    assign carries[0] = CI;
    assign propegated = A ^ B; 
    assign generated = A & B;
    assign carries[1] = generated[0] | (propegated[0] & carries[0]);
    assign carries[2] = generated[1] | (propegated[1] & carries[1]);
    assign carries[3] = generated[2] | (propegated[2] & carries[2]);
    assign CO = generated[3] | (propegated[3] & carries[3]);
    genvar i;
    generate 
        for (i = 0; i < 4; i = i + 1) begin
            FA a(.A(A[i]), .B(B[i]), .CI(carries[i]), .SUM(SUM[i]));
        end
    endgenerate
endmodule 
module FA(input wire A, input wire B, input wire CI, output wire CO, output wire SUM);
    assign CO = (A & B) | (CI & (A ^ B)); 
    assign SUM = A ^ B ^ CI; 
endmodule
`timescale 1ns / 1ps
`default_nettype none
module combo_mult(input wire [3:0] a, input wire [3:0] b, output wire [7:0] res);
    wire [7:0] m [3:0];
    genvar i; 
    generate 
        for(i = 0; i < 4; i = i + 1) begin
            assign m[i] = (a[i] != 0) ? ({{4'b0}, b} << i) : 8'b0;
        end
    endgenerate
    assign res = m[0] + m[1] + m[2] + m[3];
endmodule
`timescale 1ns / 1ps
module edge_generator(input wire clk, input wire rst, input wire signal, output reg out);  
    reg sig_p; 
    always @(posedge clk) begin
        if(rst == 1) begin
            out <= 0;
            sig_p <= 0;
        end else 
        begin
            if((sig_p != signal) && (signal)) begin
                out <= 1; 
            end 
            else out <= 0; 
            sig_p <= signal;
        end
    end
endmodule
`timescale 1ns / 1ps
`default_nettype none
module op_seg(
    input wire [2:0] OP, 
    output reg [31:0] s
);
    always @(*) begin
        case(OP)
            0: s = 32'b1111_1111_0001_0001_1101_0101_1000_0101;  
            1: s = 32'b1111_1111_1111_1111_0000_0011_1111_0101;  
            2: s = 32'b1111_1111_1101_0101_1100_0101_1110_0001;  
            3: s = 32'b1111_1111_1001_0001_0000_0011_1111_0101;  
            4: s = 32'b1111_1111_0001_0001_1000_0101_1000_0101;  
            5: s = 32'b1111_1111_0100_1001_1100_0111_1100_0001;  
            6: s = 32'b0011_0011_0001_1011_1110_0011_1110_0001;  
            7: s = 32'b1111_1111_1000_0101_1001_1111_1000_0011;  
            default s = 32'b1111_1111_1111_1111_1111_1111_1111_1111;
        endcase
    end
endmodule
`timescale 1ns / 1ps
module val_bcd(
    input wire clk,  
    input wire reset, 
    input wire en, 
    input wire [11:0] count, 
    output reg [15:0] BCD,
    output reg rdy
    );
    parameter IDLE = 0; 
    parameter SHIFT = 1;
    parameter ADD = 2;
    reg [11:0] count_p;  
    reg [3:0] shift_idx;  
    reg [1:0] state;  
    reg [15:0] BCD_temp;  
    always @(posedge clk or posedge reset) begin
        if(reset) begin
            BCD <= 0;
            rdy <= 0; 
            shift_idx <= 0; 
            count_p <= 0; 
            state <= IDLE;
        end
        else begin
            case(state)
                IDLE : begin  
                    if(en) begin  
                        BCD <= 0;  
                        count_p <= count;  
                        shift_idx <= 0;  
                        state <= SHIFT;  
                    end 
                    else state <= IDLE;  
                    rdy <= 0;  
                end
                SHIFT : begin  
                    BCD <= {BCD[14:0], count_p[11 - shift_idx]};  
                    shift_idx <= shift_idx + 1;  
                    state <= ADD;  
                    rdy <= 0;  
                end
                ADD : begin  
                    if(shift_idx == 12) begin
                        rdy <= 1;     
                        state <= IDLE;   
                    end
                    else begin  
                        BCD <= {(BCD[15:12] >= 5) ? BCD[15:12] + 4'd3 : BCD[15:12], 
                            (BCD[11:8] >= 5) ? BCD[11:8] + 4'd3 : BCD[11:8],
                            (BCD[7:4] >= 5) ? BCD[7:4] + 4'd3 : BCD[7:4],
                            (BCD[3:0] >= 5) ? BCD[3:0] + 4'd3 : BCD[3:0]}; 
                        state <= SHIFT;  
                        rdy <= 0;  
                    end
                end
            endcase             
        end
    end
endmodule
==> flow/run.sh <==
#!/bin/bash
# OpenROAD 26Q1-2900-gdf79404cd8, Yosys 0.63+post, stock flow scripts
make -C /OpenROAD-flow-scripts/flow DESIGN_CONFIG=/design/flow/config.mk WORK_HOME=/design/flow/orfs finish
==> flow/config.mk <==
export PLATFORM = sky130hd
export DESIGN_NAME = Calculator_top
export DESIGN_NICKNAME = Calculator_top
export VERILOG_FILES = /design/flow/design.v
export SDC_FILE = /design/flow/constraint.sdc
export NUM_CORES = 4
export LEC_CHECK = 1
export CORE_UTILIZATION = 50
==> flow/constraint.sdc <==
current_design Calculator_top

set clk_period 6.3
set clk_io_pct 0.2

create_clock -name clk0 -period $clk_period [get_ports {clk}]

set non_clock_inputs [all_inputs -no_clocks]
set_input_delay [expr $clk_period * $clk_io_pct] -clock clk0 $non_clock_inputs
set_output_delay [expr $clk_period * $clk_io_pct] -clock clk0 [all_outputs]
==> GITHUB_STEP_SUMMARY <==
## Synthesis and layout report

| Metric | Value |
|---|---|
| Synthesized area | 13000 µm² |
| Final Cycle Share | 1.302 |
| Max IR drop VDD | 0.0002286 V |
| Async SR Flop Fraction | 0.1485 |
| Post-Layout Inst Area | ~16000 µm² |
| Layout cells sized above 1 | 0.1801 |
| Die Height | 163.2 µm |
| Total GRT Usage | 0.2286 |
| Starting DRT DRC Count | 717 |
| Vias/cell | 5.372 |
| Deepest clock path buffer count | 3 |
| DR WL/cell | 14.69 µm |
| Hold buffer count at CTS | 0 |
| Worst setup EP type | register |
| Final WL | 28740 µm |
| Final setup fails | 6 |
| Fp util | 0.5133 |
| Number of global-route vias before repair | 9672 |
| OpenROAD warning count | 73 |
| Worst EP arrival | 8.65 ns |
| Mean Syn Cell Area | 8.922 µm² |
| Status | finished, violations left |
| Worst Setup SP | b[0] |
| Slew @ Worst Pin | 0.7818 ns |
| Cell variety after synth | 84 |
| Gate Count Post-Synth | approximately 1.5k |
| Setup Skew | 0.05747 ns |
| Core area | roughly 25000 µm² |
| DRC viols | 0 |
| Crit Path Category | input pin to register |
| H-tree depth | 1 |
| Area Growth Syn to Fin | 21.63% |
| Cell Area, Placed | 14340 µm² |
| Pwr Density | 309.9 nW/µm² |
| Rel. slew slack | 0.4653 |
| Diode count | 0 |
| Clk sinks | between 200 and 250 |
| Num CTS Buffers | 25 |
| CTS tree | done |
| Worst setup path endpoint | result_neg[1]$_SDFF_PP0_ |
| Leak | ~6.5 nW |
| Critical path required time | 6.74 ns |
| Final Slew Violations | 0 |
| Final hold viol count | 0 |
| Routed via count | 10.51k |
| R2r setup slk | about 0.87 ns |
| CP max stage cell | or3_1 |
| Register area | 5046 µm² |
| Port bufs | 25 |
| Gate Area | 7868 µm² |
| Reported max-cap violation count | 0 |
| Row count | between 50 and 60 |
| Die W | 163.2 µm |
| First-pass GRT wire length | 47730 µm |
| First-pass iteration count of the detailed router | 7 |
| Latest clock arrival within the worst-skew pair | 0.57 ns |
| CP Max Fanout | 6 |
| Failing checks | negative setup slack |
| Tot Pwr | 4.900 mW |
| RSZ-0062 raised after global routing | yes |
| Clock transition at path regs | 0.06 ns |
| Dpl hpwl | 20010 µm |
| Area reported by Yosys stat | ~13000 µm² |
| Chip area | 26650 µm² |
| Largest stage delay, worst path | around 0.40 ns |
| Count of library flops with an enable pin | 29 |
| Post-layout util | 0.6243 |
| Reg2reg path depth | 8 |
| Grt total ovfl | 0 |
| Root Buffer | clkbuf_16 |
| Setup TNS | -9.358 ns |
| Hold Crit Class | register to register |
| Initial antenna violation count | 0 |
| Final worst slack | -1.906 ns |
| Yosys cell count | 1457 |
| Yosys warns | 9 |
| Crit path time final | 8.206 ns |
| Fillers | 2026 |
| Reg-to-reg endpoint | op[2]$_SDFFE_PP0P_ |
| Sequential fraction of the synthesis area | 0.3882 |
| Setup crit start kind | input pin |
| Reg2reg start | cs[0]$_SDFF_NP0_ |
| I/O pins | 27 |
| Ys flops | 229 |
| Remaining antenna violation count | 0 |
| Top FF cell, synth | dfxtp_1 |
| Gpl congestion | 0.9374 |
| Max Freq | between 0.1 and 0.15 GHz |
| Largest net degree at the start of global routing | 36 |
## kinds of logic (layout without fill, tap and decap cells)
logic type,Yosys count,in the layout,synth area share
mux,26,26,0.02368
simple gates,526,526,0.2021
other cells,2,5,0.0005777
buf+inv,127,294,0.03715
flops,229,229,0.3882
fa+ha+maj,109,109,0.1101
xor+xnor,87,87,0.05861
compound gates,351,351,0.1796
## layout by cell type (no fill, tap or decap), drive strengths merged, types with 17 or more instances in the layout
| cell type | n |
|---|---|
| inv | 77 |
| and2 | 62 |
| nor2 | 121 |
| a21oi | 89 |
| xnor2 | 70 |
| nand4 | 24 |
| nor2b | 28 |
| clkbuf | 41 |
| xor2 | 17 |
| clkdlybuf4s50 | 22 |
| nand3 | 50 |
| or3 | 19 |
| ha | 100 |
| nor3 | 28 |
| edfxtp | 29 |
| dfrtp | 33 |
| o21ai | 98 |
| buf | 147 |
| dfxtp | 166 |
| nand2 | 138 |
## report_power, final
group | total, mW | switching [mW] | internal, mW
clock | 1.48 | 0.575 | 0.905
sequential | 1.71 | 0.0978 | 1.61
combinational | 1.71 | 0.867 | 0.847
## area by class of cell
class / count / share of cell area
clock inverters: 8 / 0.006410
repair buffers: 170 / 0.08459
clock buffers: 40 / 0.04764
multi-input cells: 1104 / 0.4976
well taps: 330 / 0.02611
flip-flops and latches: 229 / 0.3191
inverters: 76 / 0.01852
## routing by layer
metal	part of all wire	GRT usage
met1	0.52	0.3868
met2	0.42	0.3251
met3	0.052	0.03440
met4	0.014	0.03314
met5	0	0
## stage by stage
stage / worst slack, ns / hold WS, ns / instances
floorplan: -2.379 / 0.3674 / 1460
global placement: -2.829 / 0.3785 / 1861
detailed placement: -3.015 / 0.3794 / 1861
CTS: -1.871 / 0.3873 / 1949
global route: -2.328 / 0.4139 / 1957
finish: -1.906 / 0.3845 / 1957
## critical path, delay by kind of cell
kind | cells | cell delay, ns
AND-OR/OR-AND | 15 | 2.03
XOR/XNOR | 2 | 0.41
adder cells (fa/ha/maj) | 7 | 1.79
AND/OR/NAND/NOR | 12 | 1.90
buffers and inverters | 8 | 0.92
multiplexers | 1 | 0.33
## timing repair
item | 4_1_cts | 5_1_grt
gates resized | 39 | 21
pin swaps | 33 | 33
buffers inserted | 41 | 9
endpoints found under the setup margin | 7 | 6
## worst min path at each step
stage | start | to | slack [ns] | depth (start not counted)
after global routing | de.sig_p$_SDFF_PP0_ | de.out$_SDFF_PP0_ | 0.41 | 1
final | de.sig_p$_SDFF_PP0_ | de.out$_SDFF_PP0_ | 0.38 | 1
after CTS | de.sig_p$_SDFF_PP0_ | de.out$_SDFF_PP0_ | 0.39 | 1
## flip-flops by register name, indices dropped and copies added (netlist names), 4 cells and up
name              flops
VAL.count_p          10
md.count             12
display_value        28
BCD_seg_buffer       28
rd.counter           16
value_to_convert     10
ud.counter           16
bd.counter           16
ed.counter           16
VAL.BCD              16
VAL.shift_idx         4
md.an                 4
dd.counter           16
md.seg                7
## cells in the mapped netlist (3+ instances only)
| master | number | area, µm² |
|---|---|---|
| inv_1 | 76 | 285.3 |
| a2111oi_0 | 5 | 43.79 |
| nand3_1 | 49 | 245.2 |
| o21ai_0 | 92 | 460.4 |
| o21a_1 | 13 | 97.59 |
| dfxtp_1 | 166 | 3323 |
| and3_1 | 16 | 100.1 |
| a21boi_0 | 16 | 120.1 |
| nor2_1 | 120 | 450.4 |
| o21ai_1 | 5 | 25.02 |
| dfrtp_1 | 33 | 825.8 |
| a2bb2oi_1 | 3 | 26.28 |
| nand2b_1 | 14 | 87.58 |
| a221oi_1 | 6 | 52.55 |
| nor4_1 | 4 | 25.02 |
| mux2i_1 | 8 | 80.08 |
| o22ai_1 | 11 | 68.82 |
| a222oi_1 | 10 | 100.1 |
| nand2_1 | 138 | 518.0 |
| a31oi_1 | 8 | 50.05 |
| o211ai_1 | 9 | 67.56 |
| nor3_1 | 27 | 135.1 |
| nor2b_1 | 28 | 175.2 |
| o21bai_1 | 13 | 97.59 |
| clkbuf_1 | 45 | 168.9 |
| a22oi_1 | 9 | 67.56 |
| and2_1 | 61 | 381.6 |
| nand4_1 | 24 | 150.1 |
| a22o_1 | 12 | 105.1 |
| fa_1 | 9 | 180.2 |
| a21o_1 | 10 | 75.07 |
| a21oi_1 | 89 | 445.4 |
| a211oi_1 | 7 | 52.55 |
| or3_1 | 17 | 106.4 |
| mux2_2 | 15 | 168.9 |
| o211a_1 | 3 | 30.03 |
| a211o_1 | 3 | 26.28 |
| or2_2 | 14 | 87.58 |
| edfxtp_1 | 29 | 870.8 |
| xor2_1 | 17 | 148.9 |
| xnor2_1 | 70 | 613.1 |
| o221a_2 | 3 | 33.78 |
| ha_1 | 100 | 1251 |
No activity file was given, so power comes from the tool's default toggle rates.
